==> flow/run.sh <==
#!/bin/bash
# OpenROAD 26Q1-2900-gdf79404cd8, Yosys 0.63+post, stock flow scripts
make -C /OpenROAD-flow-scripts/flow DESIGN_CONFIG=/design/flow/config.mk WORK_HOME=/design/flow/orfs finish
==> flow/constraint.sdc <==
current_design data_path

set clk_period 25.1
set clk_io_pct 0.2

create_clock -name clk0 -period $clk_period [get_ports {clk}]

set non_clock_inputs [all_inputs -no_clocks]
set_input_delay [expr $clk_period * $clk_io_pct] -clock clk0 $non_clock_inputs
set_output_delay [expr $clk_period * $clk_io_pct] -clock clk0 [all_outputs]
==> flow/config.mk <==
export PLATFORM = sky130hd
export DESIGN_NAME = data_path
export DESIGN_NICKNAME = data_path
export VERILOG_FILES = /design/flow/design.v
export SDC_FILE = /design/flow/constraint.sdc
export NUM_CORES = 4
export LEC_CHECK = 1
export CORE_UTILIZATION = 50
==> flow/design.v <==
module ALU (
    input signed [31:0] A, B,
    input [3:0] opcode,
    output logic signed  [31:0] ALU_out,
    output zero_flag
);
    localparam ADD  = 0;     localparam SUB = 1;
    localparam SLL  = 2;     localparam SLT = 3;
    localparam SLTU = 4;     localparam XOR = 5;
    localparam SRL  = 6;     localparam SRA = 7;
    localparam OR   = 8;     localparam AND = 9;
    always @(*) begin
        case(opcode)
            ADD:    ALU_out = A + B;
            SUB:    ALU_out = A - B;
            SLL:    ALU_out = (A << B[4:0]);
            SLT:    ALU_out = (A < B);
            SLTU:   ALU_out = ($unsigned(A) < $unsigned(B));
            XOR:    ALU_out = A ^ B;
            SRL:    ALU_out = (A >> B);
            SRA:    ALU_out = {A[31], (A >> B)};
            OR:     ALU_out = A | B;
            AND:    ALU_out = A & B;
            default:   ALU_out = 32'd0;
        endcase
    end
    assign zero_flag = ~(|ALU_out);
endmodule
module data_path (
    input clk, rstn,
    input mem_stall, memWrite, aluSrcB, regWrite,
    input [2:0] immSrc, load,
    input [3:0] aluControl,
    input [1:0] resultSrc, aluSrcA, PCSrc, store, 
    input [31:0] mem_RD, instr,
    output logic [31:0] mem_WD,
    output [31:0] PC, aluResult,
    output zero
);  
    localparam LW      = 3'b000;
    localparam LH      = 3'b001;
    localparam LB      = 3'b010;
    localparam LHU     = 3'b011;
    localparam LBU     = 3'b100;
    localparam SW      = 2'b00;
    localparam SH      = 2'b01;
    localparam SB      = 2'b10;
    logic zero_flag;
    logic [4:0] reg_RA1, reg_RA2, reg_WA;
    logic [31:0] reg_RD1, reg_RD2, alu_result, imm_extend, alu_A, alu_B;
    logic [31:0] PC_reg, reg_WD;
    assign reg_RA1 = instr[19:15];
    assign reg_RA2 = instr[24:20];
    assign reg_WA  = instr[11:7];
    always @(*) begin
        if (resultSrc == 2'b10)
            reg_WD = (PC_reg + 32'd4);
        else if (resultSrc == 2'b01)
            if (load == LB)
                reg_WD = {{24{mem_RD[7]}}, mem_RD[7:0]};
            else if (load == LH)
                reg_WD = {{16{mem_RD[15]}}, mem_RD[15:0]};
            else if (load == LBU)
                reg_WD = {24'd0, mem_RD[7:0]};
            else if (load == LHU)
                reg_WD = {16'd0, mem_RD[15:0]};
            else
                reg_WD = mem_RD;
        else 
            reg_WD = alu_result;
    end
    register_file #(.DATA(32), .ADDR(5)) reg_file (.clk(clk), .rstn(rstn), .WE(regWrite), .WD(reg_WD),
    .RA1(reg_RA1), .RA2(reg_RA2), .WA(reg_WA), .RD1(reg_RD1), .RD2(reg_RD2));
    sign_extend IMM_SIGN_EXTEND (.instr(instr), .sel(immSrc), .out(imm_extend));
    assign alu_A = (aluSrcA == 2'b00) ? reg_RD1 : (aluSrcA == 2'b10) ? PC_reg : 32'd0;
    assign alu_B = aluSrcB ? imm_extend : reg_RD2;
    ALU ALU (.A(alu_A), .B(alu_B), .opcode(aluControl), .ALU_out(alu_result), .zero_flag(zero_flag)); 
    always @(posedge clk, negedge rstn) begin
        if (!rstn)
            PC_reg <= 0;
        else if (!mem_stall)
            if (PCSrc[1])
                PC_reg <= alu_result;
            else if (PCSrc[0])
                PC_reg <= PC_reg + imm_extend;
            else
                PC_reg <= PC_reg + 32'd4;
    end
    always @(*) begin
        if (store == SB)
            mem_WD = {{24{reg_RD2[7]}}, reg_RD2[7:0]};
        else if (store == SH)
            mem_WD = {{16{reg_RD2[15]}}, reg_RD2[15:0]};
        else
            mem_WD = reg_RD2;
    end
    assign aluResult = alu_result;
    assign PC = PC_reg;
    assign zero = zero_flag;
endmodule
module register_file #(parameter DATA = 32, ADDR = 5)(
    input clk, rstn, WE,
    input [ADDR - 1 : 0] RA1, RA2, WA,
    input [DATA - 1 : 0] WD,
    output [DATA - 1 : 0] RD1,RD2 
);
    logic [DATA - 1 : 0] reg_file [0 : (2 ** ADDR) - 1];
    integer i;
    always @(posedge clk, negedge rstn) begin
        if (!rstn)
            for (i = 0; i < 2 ** ADDR; i = i + 1) 
                reg_file[i] <= 0;
        else if (WE && (|WA))
            reg_file[WA] <= WD;
    end
    assign RD1 = reg_file[RA1];
    assign RD2 = reg_file[RA2];
endmodule
module sign_extend (
    input [31:0] instr,
    input [2:0] sel,
    output logic [31:0] out
);
    always @(*) begin
        case (sel)
            3'b000:   out = {{20{instr[31]}}, instr[31:20]};                                  
            3'b001:   out = {{20{instr[31]}}, instr[31:25], instr[11:7]};                     
            3'b010:   out = {{20{instr[31]}}, instr[7], instr[30:25], instr[11:8], 1'b0};     
            3'b011:   out = {{12{instr[31]}}, instr[19:12], instr[20], instr[30:21], 1'b0};   
            3'b100:   out = {instr[31:12], 12'd0};                                            
            default:  out = 0;
        endcase
    end
endmodule
==> impl_summary.log <==
[flow] collecting metrics
[metrics] core box area: 131000 µm²
[metrics] flops & latches, synth: 1056
[metrics] CTS tree: built
[metrics] number of enable-type register cells in the synthesized netlist: 0
[metrics] # Post-CTS Setup Buffers: 0
[metrics] clock net sink count: 1056
[metrics] startpoint of the lowest-slack hold path: reg_file.reg_file[0][27]
[metrics] DR DRC count: 0
[metrics] unrepaired setup endpoints after global routing: false
[metrics] Netlist cell types: 118
[metrics] Ys Warns: 5
[metrics] fraction of registers with async set/reset: 1.00
[metrics] Die Width: 366 µm
[metrics] data arrival time of the worst path: 15.23 ns
[metrics] die boundary height: 366 µm
[metrics] CP endpoint kind: output pin
[metrics] Min-Delay Endpoint: reg_file.reg_file[0][27]
[metrics] critical path class: in -> out
[metrics] stage-log warning count: 111
[metrics] number of vias per cell: 7.59
[metrics] top cell type by total area after synthesis: dfrtp_1
[metrics] maximum number of pins on one net before global-route repair: 112
[metrics] max-capacitance violation count: 0
[metrics] total vias in the final route: 73200
[metrics] post-synthesis area per instance: 8.51 µm²
[metrics] clk root buf: clkbuf_16
[metrics] Final Instance Area: 74600 µm²
[metrics] Detailed Place HPWL: 258000 µm
[metrics] DRC marker count from the first detailed-route iteration: 10600
[metrics] status: complete, no violations
[metrics] Worst Hold Depth: 0
[metrics] upper clock frequency limit: 0.0494 GHz
[metrics] DIE AREA: 134000 µm²
[metrics] number of buffers inserted for hold repair after clock tree synthesis: 0
[metrics] area growth from synthesis to final layout: 12.9%
[metrics] PortBufs: 176
[metrics] sequential cell area fraction in the yosys report: 0.400
[metrics] proportion of netlist area held by the largest area contributor: 0.400
[metrics] time the final worst path needs with I/O delays and setup: 20.25 ns
[metrics] sequential cell area: 26400 µm²
[metrics] Core Rows: 133
[metrics] Chip Area, Yosys: 66100 µm²
[metrics] top logic cells by instance count in the layout: nand2_1 (1159), dfrtp_1 (1056), o21ai_0 (787)
[metrics] max-slew violation count: 0
[metrics] yosys cell count: 7765
[metrics] post-synthesis cell count: 7765
[metrics] cell area after synthesis: 66100 µm²
[metrics] number of inserted filler cells in the final layout: 11600
[metrics] DR WL/cell: 41.1 µm
[metrics] post-route clock skew: 0.0808 ns
[metrics] slew of the pin with the lowest slew margin: 1.44 ns
[metrics] Critical Path Fanout Max: 46
[metrics] number of antenna violations at the first check in global routing: 55
[metrics] top-level port count: 185
[metrics] Hold Path Class: reg -> reg
[metrics] Init Core Util: 0.503
[metrics] CTS Buf Count: 113
[metrics] most area-consuming cells after synthesis: dfrtp_1 (40%), nand2_1 (6.8%), o21ai_0 (6.0%)
[metrics] P_leak: 34.2 nW
[metrics] Primary FF master, synth: dfrtp_1
[metrics] post-CTS resize count: 0
[metrics] Clock Tree Buf Depth: 3
[metrics] number of iterations in the first detailed-routing pass: 10
[metrics] combined area of the multi-input logic cells: 36600 µm²
[metrics] final weighted congestion in routability-driven placement: 1.13
[metrics] Setup-failing EPs final: 0
[metrics] number of H-tree levels: 3
[metrics] combined global-route utilization of all metal layers: 0.617
[metrics] remaining antenna violation count: 0
[metrics] post-route clock period utilization: 0.807
[metrics] Worst Setup Start Kind: primary input
[metrics] R2R cell count: 24
[metrics] reg-to-reg slack, setup: 16.24 ns
[metrics] via count of the first global-routing pass: 67600
[metrics] total power density per cell area: 78.9 nW/µm²
[metrics] max_slew headroom: 0.0301
[metrics] share of layout cells above drive strength 1: 0.122
[metrics] Placement Cell Area: 70200 µm²
[metrics] total global routing overflow: 0
[metrics] final hold violations: 0
[metrics] commonest non-fill, non-tap cell in the layout: nand2_1
[metrics] clock slew at the register clock pins of the worst setup and hold paths: 0.07 ns
[metrics] worst IR drop on VDD: 66.8 µV
[metrics] clock latency at the later pin of the worst-skew pair: 0.81 ns
[metrics] max reg flops: 1024
[metrics] wire length after detailed routing: 396000 µm
[metrics] Worst Path Required: 20.08 ns
[metrics] first-pass GRT wire length: 542000 µm
[metrics] Crit Reg-Reg Endpoint: reg_file.reg_file[29][28]
[metrics] Setup TNS: 0 ns
[metrics] Reg2Reg Launch Point: reg_file.reg_file[14][3]
==> cell usage after synthesis (22+ instances only) <==
cell type  count
or3_1         29
buf_2        141
nand3b_1      31
a21o_1        40
xnor2_1       35
nor4_1        52
nand3_1      186
a221oi_1      58
a211oi_1      26
nand2_1     1191
a21oi_1      215
o21ai_1      285
a22o_1        32
nor3_1        72
clkbuf_1     534
and3_1       500
buf_6         23
o211ai_1      41
nor2_1       307
mux2_2       143
nand2b_1      46
a31oi_1       25
a22oi_1      515
o221ai_1      22
o21a_1        29
o31ai_1       32
o22ai_1       47
nand4_1      144
mux2i_1      167
ha_1         133
o21ai_0      787
a2111oi_0    152
dfrtp_1     1056
buf_1         23
nor2b_1       47
inv_1        131
and2_1        24
==> layer usage <==
metal	global-route usage	share of wire	up-vias
met1	0.691	0.32	34400
met3	0.434	0.18	2758
met4	0.519	0.12	83
met2	0.765	0.37	7298
li1	-	-	28600
met5	0.225	0.0065	-
==> layout make-up <==
type                       count  share of cell area
inverter                     141             0.00716
clock inverter                54              0.0111
tap                         1755              0.0294
multi-input combinational   5819               0.491
antenna                      124             0.00416
timing repair buffer         535              0.0592
clock buffer                 158              0.0438
sequential                  1056               0.354
==> worst max path at each step <==
stage,start,slack (ns),depth (start not counted),endpoint
finish,instr[23],4.85,28,zero
global route,instr[15],4.71,31,zero
CTS,instr[23],5.37,28,zero
==> critical path: stages <==
cell	delay (ns)
buf_4	0.34
buf_4	0.47
buf_4	0.65
nor3b_2	0.12
buf_4	0.34
and3_1	0.25
a2111oi_0	0.33
nand4_1	0.18
or4_1	0.80
a22oi_4	0.24
buf_4	0.57
inv_4	0.39
ha_1	0.39
o311a_1	0.44
o211a_1	0.26
o31ai_1	0.40
a2111oi_0	0.19
buf_4	0.19
o31ai_1	0.36
a2111oi_0	0.26
o311ai_1	0.48
a21oi_1	0.19
o41ai_1	0.43
a22o_1	0.19
nand3_1	0.40
or4_1	0.65
nor2_1	0.09
clkdlybuf4s50_1	0.46
==> through the flow <==
stage / setup slack [ns] / total power [W] / hold WS, ns / util / std cells
global placement: 5.36 / 0.00391 / 0.379 / 0.535 / 9306
global route: 4.71 / 0.00604 / 0.411 / 0.567 / 9557
CTS: 5.37 / 0.00576 / 0.398 / 0.566 / 9518
finish: 4.85 / 0.00589 / 0.396 / 0.568 / 9642
detailed placement: 5.37 / 0.00393 / 0.382 / 0.535 / 9306
floorplan: 8.81 / 0.00315 / 0.439 / - / 7765
==> where the power goes <==
group	internal [W]	switching (W)	leakage (nW)
Combinational	0.000535	0.00107	18.3
Sequential	0.00205	0.000369	14.0
Clock	0.00108	0.000787	1.99
Total	0.00366	0.00222	34.2
==> kinds of logic (layout without fill, tap and decap cells) <==
family | after synthesis | after routing | share of synthesized area
flops | 1056 | 1056 | 0.400
fa+ha+maj | 151 | 151 | 0.0285
buf+inv | 890 | 888 | 0.0571
mux | 320 | 320 | 0.0528
compound gates | 2524 | 2524 | 0.249
other cells | 0 | 124 | 0
simple gates | 2768 | 2768 | 0.205
xor+xnor | 56 | 56 | 0.00742
Power figures rest on the tool's default switching activity, not on a simulated workload.
