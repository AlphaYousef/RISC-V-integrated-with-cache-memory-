$ cat ./design.v
module instr_mem #(parameter DATA = 32, ADDR = 32, MEM_DEPTH = 256)(
    input clk, WE,
    input [DATA - 1 : 0] WD,
    input [ADDR - 1 : 0] PC,
    output [DATA - 1 : 0] RD
);
    logic [ADDR - 1 : 0] A;
    logic [DATA - 1 : 0] I_MEM [0 : MEM_DEPTH - 1];
    always @(posedge clk) begin
        if (WE)
            I_MEM[A] <= WD;
    end
    assign A = PC >> 2;
    assign RD = I_MEM[A];
endmodule
$ cat ./run.sh
#!/bin/bash
# OpenROAD 26Q1-2900-gdf79404cd8, Yosys 0.63+post, stock flow scripts
make -C /OpenROAD-flow-scripts/flow DESIGN_CONFIG=/design/flow/config.mk WORK_HOME=/design/flow/orfs finish
$ cat ./config.mk
export PLATFORM = sky130hd
export DESIGN_NAME = instr_mem
export DESIGN_NICKNAME = instr_mem
export VERILOG_FILES = /design/flow/design.v
export SDC_FILE = /design/flow/constraint.sdc
export NUM_CORES = 4
export LEC_CHECK = 1
export CORE_UTILIZATION = 40
export SYNTH_MEMORY_MAX_BITS = 65536
$ cat ./constraint.sdc
current_design instr_mem

set clk_period 70.2
set clk_io_pct 0.2

create_clock -name clk0 -period $clk_period [get_ports {clk}]

set non_clock_inputs [all_inputs -no_clocks]
set_input_delay [expr $clk_period * $clk_io_pct] -clock clk0 $non_clock_inputs
set_output_delay [expr $clk_period * $clk_io_pct] -clock clk0 [all_outputs]
==> impl_metrics.json <==
{
  "status": "finished clean",
  "cts_hold_buffers": 0,
  "fin_tns_setup_ns": 0,
  "io_pins": 98,
  "synth.distinct_cells": 21,
  "met1_usage": 0.262,
  "routedWlPerCell_um": 33.9,
  "grt_usage": 0.241,
  "ant_nets": 0,
  "fin_crit_sh": 0.534,
  "port_buffers": 73,
  "total_power_mw": 10.0,
  "syn_inst": 13100,
  "final_cell_mix": "edfxtp_1 (8,192), mux4_2 (2,048), a22oi_1 (1,024)",
  "setup_violations": 0,
  "gp_congestion": 0.900,
  "final_cell_area_sq_mm": 0.353,
  "setup_slack_ns": 32.73,
  "largest_reg_flops": 8192,
  "post_cts_buffers": 0,
  "first_pass_iters": 7,
  "drv_slew": 0,
  "crit_path_end_kind": "output pin",
  "clock_tree.buffer_depth": 4,
  "layout-drive-gt1-share": 0.299,
  "min_to": "I_MEM[25][9]",
  "cp_max_fo": 85,
  "reg_top3": "I_MEM (8192)",
  "ys_seq_frac": 0.798,
  "cts_made_buffers": 801,
  "chip_area_sq_mm": 0.774,
  "grt_max_degree": 100,
  "grt_pass1_wl_um": 1180000,
  "dp_slack_ns": 32.79,
  "fp_util": 0.401,
  "p_leak_nw": 107,
  "netlist_area_sq_mm": 0.308,
  "die_x_um": 880,
  "lay_top_count": "edfxtp_1",
  "cts_max_level": 6,
  "critPathLaunchType": "input port",
  "clock_sinks": 8192,
  "areaGrowthSynthToFinish_pct": 14.6,
  "yosysWarnings": 1,
  "min_path_cells": 1,
  "avgSynthCellArea_sq_um": 23.6,
  "worst_pin_slew_ns": 1.32,
  "grtUsageMet3": 0.218,
  "drc": 0,
  "vias": 144000,
  "grt_pass1_vias": 160000,
  "grt_use_met2": 0.337,
  "largest_register": "I_MEM",
  "ys_cells": 13100,
  "slew-limit-headroom": 0.105,
  "overflow": 0,
  "dpl-instance-area_sq_mm": 0.328,
  "drv_cap": 0,
  "core_sq_mm": 0.768,
  "finalCriticalPeriod_ns": 37.47,
  "dp_hpwl_um": 480000,
  "power_density_mw_per_mm2": 28.4,
  "cts-root-buf": "clkbuf_16",
  "ys_area_sq_mm": 0.308,
  "drt_iter0_drc": 9179,
  "post-route-util": 0.460,
  "tritoncts": "yes",
  "path_class": "input port to output pin",
  "hold_path.class": "input port to register",
  "die_h_um": 880,
  "antenna_found_initial": 23,
  "cp_data_required_time_ns": 56.16,
  "clk_pin_slew_worst_paths_ns": 0.07,
  "vias_per_cell": 5.79,
  "post_cts_resized": 0,
  "ys_ff": 8192,
  "hold_viol_final": 0,
  "wl_um": 842000,
  "rsz0062_at_grt": "no",
  "crit_arrival_ns": 23.43,
  "log.warning_count": 51,
  "ir_drop_uv": 29.0,
  "rows": 322,
  "grt_busiest_layer": "met2",
  "max_freq_mhz": 26.7,
  "worstHoldStart": "WD[9]"
}
[cells in the mapped netlist]
| cell | count | share of area |
|---|---|---|
| buf_6 | 4 | 0.00015 |
| clkbuf_1 | 498 | 0.0061 |
| inv_1 | 1 | 0.000012 |
| o41ai_1 | 128 | 0.0036 |
| or2_2 | 2 | 0.000041 |
| edfxtp_1 | 8192 | 0.80 |
| buf_1 | 64 | 0.00078 |
| nand3_1 | 13 | 0.00021 |
| and2_1 | 3 | 0.000061 |
| nor2_1 | 232 | 0.0028 |
| buf_4 | 21 | 0.00051 |
| or3_1 | 1 | 0.000020 |
| nand2b_1 | 6 | 0.00012 |
| nand2_1 | 28 | 0.00034 |
| nor2b_1 | 7 | 0.00014 |
| a21oi_1 | 512 | 0.0083 |
| nor3_1 | 30 | 0.00049 |
| nand4_1 | 32 | 0.00065 |
| a22oi_1 | 1024 | 0.025 |
| buf_2 | 209 | 0.0034 |
| mux4_2 | 2048 | 0.15 |
[power by group]
group          switching (mW)  internal, mW
sequential            0.00209          5.39
combinational           0.321         0.159
clock                    1.84          2.31
[worst max-delay path by stage]
stage / startpoint / endpoint / slack (ns) / cells after the start
5_1_grt: PC[2] / RD[8] / 32.01 / 17
6_report: PC[3] / RD[8] / 32.73 / 16
4_1_cts: PC[2] / RD[8] / 32.73 / 17
[per-layer routing]
layer  up-vias  share of wire
li1      58800              -
met1     73500           0.29
met2     10300           0.46
met3      1407           0.21
met4        38          0.049
met5         -         0.0021
[worst max-delay path: stages]
cell and delay (ns):
buf_16 0.23, buf_12 0.49, buf_4 0.65, buf_4 0.62, buf_4 0.57, buf_4 0.59
buf_4 0.69, buf_4 0.61, buf_4 0.68, buf_4 0.44, mux4_2 0.37, a22oi_1 0.42
a21oi_1 0.28, o41ai_1 0.97, nand4_1 0.80, clkdlybuf4s50_1 0.65
[kinds of logic after synthesis]
family,count (synthesis),share of synthesized area
flip-flops,8192,0.798
multiplexers,2048,0.150
AND-OR/OR-AND,1664,0.0369
buffers and inverters,797,0.0109
AND/OR/NAND/NOR,354,0.00490
[per-stage QoR]
| step | hold WS [ns] | instances |
|---|---|---|
| after floorplan | 14.14 | 13100 |
| after global placement | 14.43 | 23400 |
| after detailed placement | 14.43 | 23400 |
| after CTS | 13.17 | 24800 |
| after global routing | 13.23 | 24900 |
| final | 13.24 | 24900 |
[final cells by class]
cell class              count  area [sq um]
clock inverters           486          4550
well taps               10200         12800
multi-input cells        4066         61900
diodes                     23          57.6
clock buffers             973         20700
inverters                   1          3.75
flip-flops and latches   8192        246000
repair buffers            914          7430
fillers                 61700        415000
