`./design.v`:
```
module cache_mem #(parameter DEPTH = 32, INDEX_S = 5, TAG = 3, BLOCK = 16*8, ADDR = 10, MEM_WIDTH = 32) (
    input  logic clk, rstn, wen, w_type,
    input  logic [(ADDR-1):0] addr,  
    input  logic [(MEM_WIDTH-1):0] w_data,
    input  logic [(BLOCK-1):0] w_block, 
    output logic [(MEM_WIDTH-1):0] r_data,
    output logic status
);
    logic [(BLOCK-1):0] cache [0:((2**INDEX_S)-1)];
    logic [((2**INDEX_S)-1):0] valid_arr;
    logic [(TAG-1):0] tag_arr [0:((2**INDEX_S)-1)];
    logic [(INDEX_S-1):0] index;
    logic [(TAG-1):0] tag;
    logic [(BLOCK-1):0] r_block, w_block_d;
    logic tag_status;
    assign index = addr[(ADDR-INDEX_S+1):2];
    assign tag   = addr[(ADDR-1):(ADDR-TAG)];
    always @(*) begin
        if (w_type)
            case (addr[1:0])
                2'b00:      w_block_d = {r_block[((4*MEM_WIDTH)-1):MEM_WIDTH], w_data};
                2'b01:      w_block_d = {r_block[((4*MEM_WIDTH)-1):(2*MEM_WIDTH)], w_data, r_block[(MEM_WIDTH-1):0]};
                2'b10:      w_block_d = {r_block[((4*MEM_WIDTH)-1):(3*MEM_WIDTH)], w_data, r_block[((2*MEM_WIDTH)-1):0]};
                2'b11:      w_block_d = {w_data, r_block[((3*MEM_WIDTH)-1):0]};
                default:    w_block_d = 0;
            endcase
        else 
            w_block_d = 0;
    end
    always @(posedge clk, negedge rstn) begin
        if (!rstn)
            valid_arr <= 0;
        else if (wen)
            valid_arr[index] <= 1;
    end
    always @(posedge clk, negedge rstn) begin
        if (!rstn)
            for (int i = 0; i < (2**INDEX_S); i++) 
                tag_arr[i] <= 0;
        else if (wen)
            tag_arr[index] <= tag;
    end
    always @(posedge clk) begin
        if (rstn && wen)
            if (w_type)
                cache[index] <= w_block_d;
            else
                cache[index] <= w_block;
    end
    assign r_block = cache[index];
    assign tag_status = (tag == tag_arr[index]);
    assign status     = (tag_status & valid_arr[index]);
    always @(*) begin
        if (status)
            case (addr[1:0])
                2'b00:      r_data = r_block[(MEM_WIDTH-1):0];
                2'b01:      r_data = r_block[((2*MEM_WIDTH)-1):MEM_WIDTH];
                2'b10:      r_data = r_block[((3*MEM_WIDTH)-1):(2*MEM_WIDTH)];
                2'b11:      r_data = r_block[((4*MEM_WIDTH)-1):(3*MEM_WIDTH)];
                default:    r_data = 0;
            endcase
        else 
            r_data = 0;
    end
endmodule
```
`./run.sh`:
```
#!/bin/bash
# OpenROAD 26Q1-2900-gdf79404cd8, Yosys 0.63+post, stock flow scripts
make -C /OpenROAD-flow-scripts/flow DESIGN_CONFIG=/design/flow/config.mk WORK_HOME=/design/flow/orfs finish
```
`./config.mk`:
```
export PLATFORM = sky130hd
export DESIGN_NAME = cache_mem
export DESIGN_NICKNAME = cache_mem
export VERILOG_FILES = /design/flow/design.v
export SDC_FILE = /design/flow/constraint.sdc
export NUM_CORES = 4
export LEC_CHECK = 1
export CORE_UTILIZATION = 30
```
`./constraint.sdc`:
```
current_design cache_mem

set clk_period 55.4
set clk_io_pct 0.2

create_clock -name clk0 -period $clk_period [get_ports {clk}]

set non_clock_inputs [all_inputs -no_clocks]
set_input_delay [expr $clk_period * $clk_io_pct] -clock clk0 $non_clock_inputs
set_output_delay [expr $clk_period * $clk_io_pct] -clock clk0 [all_outputs]
```
==> job_summary.md <==
### Yosys + OpenROAD results

| Metric | Value |
|---|---|
| Chip area in the Yosys report | `165000 µm²` |
| Biggest cell delay along the critical path | `0.74 ns` |
| Count of buffers from port buffering | `206` |
| Final-layout setup total negative slack | `0 ns` |
| Count of max-cap constraint violations | `0` |
| Footprint of the multi-input gates | `~36000 µm²` |
| Least setup slack across all paths after layout | `about 26 ns` |
| Worst Path Max Fanout | `around 65` |
| Average wire length per cell after detail routing | `31.4 µm` |
| Die height | `744 µm` |
| Met2 wire length | `240000 µm` |
| Share of synthesized area occupied by flip-flops and latches | `between 70% and 80%` |
| Worst-skew pair later-pin latency | `around 0.96 ns` |
| Die Wd | `744 µm` |
| # IOs | `207` |
| Starting DRC count in detailed routing | `6695` |
| Worst IR drop on VDD | `0.0000261 V` |
| Run status | `finished clean` |
| Share of synthesized registers carrying an async set or reset | `3.03%` |
| Synth area leaders | `sky130_fd_sc_hd__edfxtp_1 74%, sky130_fd_sc_hd__mux2i_1 13%, sky130_fd_sc_hd__o22ai_1 3.9%` |
| Arrival time of the worst setup path | `18.55 ns` |
| Number of antenna violations at the first check in global routing | `41` |
| Cell type with the largest total area after synthesis | `sky130_fd_sc_hd__edfxtp_1` |
| Worst slack at placement | `around 26 ns` |
| Top layer used by detailed routing | `met5` |
| Kind of start point of the critical path | `primary input` |
| RSZ-0062 raised after global routing | `false` |
| Post-synthesis cell count from yosys | `9159` |
| Longest Clk Path Bufs | `4` |
| Number of detailed-route iterations in the first pass | `5` |
| Standard cell core area | `~550000 µm²` |
| Routed vias | `91400` |
| Cells traversed along the worst timing path | `buf_16 > buf_4 > buf_4 > buf_4 > buf_4 > buf_4 > buf_4 > buf_4 > mux2i_1 > o22ai_1 > nor4_1 > nand3_1 > nand4_1 > nor2_1 > nor4b_2 > clkdlybuf4s50_1` |
| Drc violations | `0` |
| Number of buffers inserted during clock tree synthesis | `397` |
| Number of synthesized register bits | `~4200` |
| Cell repeated most along the worst path | `sky130_fd_sc_hd__buf_4` |
| Clock Skews | `approximately 0.080 ns` |
| Post-CTS clock slew at the launch and capture registers of the worst setup and hold paths | `0.06 ns` |
| Share of final-layout standard cells stronger than drive strength 1 | `13.2%` |
| Top achievable clock speed | `33.8 MHz` |
| Number of warnings the tools reported | `30` |
| Total of warnings raised by yosys | `2` |
| Largest net degree at the start of global routing | `approximately 91` |
| Average footprint of a synthesized cell | `18.0 µm²` |
| Transition at the pin with the smallest max-transition slack | `between 1 and 1.5 ns` |
| Routed met1 length | `170000 µm` |
| Number of placement rows | `272` |
| Number of global-route vias before repair | `93300` |
| Setup crit end kind | `primary output` |
| Mapped Area | `roughly 170000 µm²` |
| Aggregate global routing overflow | `0` |
| Number of levels the H-tree was split into | `5` |
| PostCTS Resize Cnt | `0` |
| Power density cells | `35.8 nW/µm²` |
| Primary FF master, synth | `sky130_fd_sc_hd__edfxtp_1` |
| Slowest-stage cell, CP | `sky130_fd_sc_hd__buf_4` |
| Wire length of the first global-routing pass | `739000 µm` |
| Data required, critical path | `~44 ns` |
| Mapped Cells | `9159` |
| Pre-placement core utilization | `30.1%` |
| Portion of the clock cycle consumed by the worst path in the final layout | `53.5%` |
| Count of hold buffers inserted by post-cts repair | `0` |
| Portion of synthesized cell area occupied by the leading cell type | `74.5%` |
| Routed length on met3 | `111000 µm` |
| Area growth, synth to finish | `14.9%` |
| Count of library flops with an enable pin | `4096` |
| Type of the worst setup path | `primary input to primary output` |
| Detailed-route wire length | `540000 µm` |
| Pleak | `64.5 nW` |
| Post-detailed-placement half-perimeter wirelength | `about 300000 µm` |
| Register Area | `around 130000 µm²` |
| Fill count | `between 50000 and 60000` |
| Post-route minimum period | `29.63 ns` |
| Layout Utilization | `between 30% and 40%` |
| Hold WC Path Type | `register to register` |
| Unique cell type count in the Yosys netlist | `66` |
| DRT antenna net count | `0` |
| Master cell of the clock root buffer | `sky130_fd_sc_hd__clkbuf_16` |
| Slew headroom | `~31%` |
| Aggregate global-route resource usage | `20.5%` |
| Count of endpoints failing hold in the final timing report | `0` |
| Final weighted congestion of routability-driven global placement | `0.869` |
| Number of buffers inserted by post-CTS setup repair | `0` |
| Setup violators final | `0` |
| Area of the die | `554000 µm²` |
| Clock tree from TritonCTS | `yes` |
| Per-cell via count in the routed design | `5.31` |
| Clock sink count | `4224` |
| Final Slew Violations | `0` |
[registers in the layout, indices dropped and copies added (netlist names)]
| register | cells |
|---|---|
| tag_arr | 96 |
| valid_arr | 32 |
| cache | 4096 |
[final timing paths]
check	from	end	slack [ns]	cells past startpoint
setup / recovery	addr[2]	r_data[12]	25.77	16
hold / removal	valid_arr[2]	valid_arr[2]	0.45	1
setup reg to reg	cache[15][79]	cache[16][79]	52.83	6
hold reg to reg	valid_arr[2]	valid_arr[2]	0.45	1
max in group asynchronous	rstn	tag_arr[19][0]	44.08	2
min in group asynchronous	rstn	valid_arr[24]	10.16	1
[layout make-up]
cell class / count / share of cell area [%]
repair buffers: 633 / 2.94
clock buffers: 486 / 5.50
flip-flops and latches: 4224 / 66.5
diodes: 37 / 0.0488
multi-input cells: 4349 / 19.2
inverters: 20 / 0.0395
well taps: 7261 / 4.79
clock inverters: 212 / 1.00
[Yosys cell counts, types with 28 or more instances]
master                     instances
sky130_fd_sc_hd__a31oi_1         113
sky130_fd_sc_hd__buf_1            41
sky130_fd_sc_hd__buf_2           227
sky130_fd_sc_hd__buf_4           106
sky130_fd_sc_hd__clkbuf_1        172
sky130_fd_sc_hd__dfrtp_1         128
sky130_fd_sc_hd__edfxtp_1       4096
sky130_fd_sc_hd__mux2_2          200
sky130_fd_sc_hd__mux2i_1        2069
sky130_fd_sc_hd__nand2_1          45
sky130_fd_sc_hd__nand3_1          98
sky130_fd_sc_hd__nor2_1          179
sky130_fd_sc_hd__nor3_1           39
sky130_fd_sc_hd__nor4_1          239
sky130_fd_sc_hd__o21ai_0          28
sky130_fd_sc_hd__o22ai_1        1037
sky130_fd_sc_hd__or4_1            31
[routing by layer]
layer	vias up	track usage, %
met4	48	6.07
met1	45300	21.7
met2	6663	29.2
met3	999	18.7
met5	-	1.45
li1	38400	-
[layout by cell type, fill, tap and decap left out, types with 17 or more instances in the layout]
cell,n
sky130_fd_sc_hd__buf_12,25
sky130_fd_sc_hd__edfxtp_1,4096
sky130_fd_sc_hd__dfrtp_1,128
sky130_fd_sc_hd__buf_4,403
sky130_fd_sc_hd__nor4_1,239
sky130_fd_sc_hd__clkinv_2,71
sky130_fd_sc_hd__or4_1,30
sky130_fd_sc_hd__inv_1,19
sky130_fd_sc_hd__clkbuf_1,78
sky130_fd_sc_hd__o22ai_1,1037
sky130_fd_sc_hd__clkinv_1,90
sky130_fd_sc_hd__and3_1,17
sky130_fd_sc_hd__nand3_1,98
sky130_fd_sc_hd__mux2i_1,2069
sky130_fd_sc_hd__clkbuf_16,403
sky130_fd_sc_hd__bufinv_16,32
sky130_fd_sc_hd__mux2_2,200
sky130_fd_sc_hd__nand2_1,44
sky130_fd_sc_hd__diode_2,37
sky130_fd_sc_hd__nand4_1,22
sky130_fd_sc_hd__a31o_2,17
sky130_fd_sc_hd__nor2_1,169
sky130_fd_sc_hd__clkdlybuf4s50_1,201
sky130_fd_sc_hd__nor3_2,24
sky130_fd_sc_hd__o21ai_0,17
sky130_fd_sc_hd__a31oi_1,113
[stage by stage]
| stage | hold WS, ns | std cells | cell area, µm² | power, mW |
|---|---|---|---|---|
| 2_1_floorplan | 0.423 | 9159 | 165000 | 4.00 |
| 3_3_place_gp | 0.433 | 16500 | 177000 | 4.20 |
| 3_5_place_dp | 0.440 | 16500 | 177000 | 4.21 |
| 4_1_cts | 0.454 | 17200 | 190000 | 6.82 |
| 5_1_grt | 0.470 | 17200 | 190000 | 6.99 |
| 6_report | 0.451 | 17200 | 190000 | 6.80 |
[where the power goes]
group | switching [mW] | leakage [nW] | internal [mW]
Sequential | 0.0132 | 38.5 | 3.64
Clock | 1.17 | 6.08 | 1.48
Combinational | 0.352 | 19.9 | 0.142
Total | 1.54 | 64.5 | 5.27
[logic make-up (layout without fill, tap and decap cells)]
| family | after synthesis | count (layout) | synth area share (%) |
|---|---|---|---|
| XOR/XNOR | 7 | 7 | 0.0371 |
| adder cells (fa/ha/maj) | 6 | 6 | 0.0454 |
| AND/OR/NAND/NOR | 775 | 775 | 2.73 |
| multiplexers | 2280 | 2280 | 14.0 |
| flip-flops | 4224 | 4224 | 76.4 |
| other | 0 | 37 | 0 |
| buffers and inverters | 586 | 1351 | 1.84 |
| AND-OR/OR-AND | 1281 | 1281 | 4.92 |
[critical path: cells and delay by family]
kind / cells / cell delay, ns
buf+inv: 9 / 5.21
simple gates: 5 / 1.50
mux: 1 / 0.27
compound gates: 1 / 0.12
No activity file was given, so power comes from the tool's default toggle rates.
